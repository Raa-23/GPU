File: /design/flow/config.mk
export PLATFORM = sky130hd
export DESIGN_NAME = pc
export DESIGN_NICKNAME = pc
export VERILOG_FILES = /design/flow/design.v
export SDC_FILE = /design/flow/constraint.sdc
export NUM_CORES = 4
export LEC_CHECK = 1
export CORE_AREA = 10 10 79 79
export DIE_AREA = 0 0 89 89
File: /design/flow/constraint.sdc
current_design pc

set clk_period 2.2
set clk_io_pct 0.2

create_clock -name clk0 -period $clk_period [get_ports {clk}]

set non_clock_inputs [all_inputs -no_clocks]
set_input_delay [expr $clk_period * $clk_io_pct] -clock clk0 $non_clock_inputs
set_output_delay [expr $clk_period * $clk_io_pct] -clock clk0 [all_outputs]
File: /design/flow/design.v
`timescale 1ns / 1ps
module pc(
    input clk,
    input reset,
    input [2:0] core_state,
    input nzp_write_en,
    input [2:0] alu_nzp,
    input [2:0] inst_nzp,
    input [7:0] current_pc,
    input [7:0] immediate,
    output reg [7:0] updated_pc
    );
    reg [2:0] nzp_reg;
    always @(posedge clk or posedge reset) 
    begin
        if(reset) begin nzp_reg <= 3'd0 ; updated_pc <= 8'd0; end
        else if((core_state == 3'b110) & nzp_write_en)
                   nzp_reg <= alu_nzp;  
        else if(core_state == 3'b101) begin
                updated_pc <= (inst_nzp == nzp_reg)? immediate : current_pc + 1;
        end
    end
endmodule
File: /design/flow/run.sh
#!/bin/bash
# OpenROAD 26Q1-2900-gdf79404cd8, Yosys 0.63+post, stock flow scripts
make -C /OpenROAD-flow-scripts/flow DESIGN_CONFIG=/design/flow/config.mk WORK_HOME=/design/flow/orfs finish
==> results.py <==
# Auto-generated metrics
metrics = {
    "setup_path": {
        "cp.required_ns": 2.35,
        "timing_worst_setup_path_type": "primary input to register",
        "r2r_cells": 5,
        "startpoint_type": "primary input",
        "r2r_end": "updated_pc[0]",
        "critical_path_arrival_ns": 1.96,
        "crit_path_end_kind": "register",
        "reg2reg_from": "nzp_reg[0]",
        "critical_path_peak_fanout": 4,
        "r2r_slack_ns": 0.76,
    },
    "place": {
        "gp_congestion": 0.7218,
        "hpwlAfterDp_um": 1655,
        "placed_cell_area_um2": 1075,
        "port_buffers": 35,
    },
    "layout": {
        "syn2layout_area_growth_pct": 72.11,
        "final_layout_size_suffix_gt1_share_pct": 11.43,
        "most-common-layout-cells": "clkdlybuf4s50_1 (35), dfrtp_1 (11), nand2_1 (8)",
        "layout_top_cell": "clkdlybuf4s50_1",
        "largest_register_ffs": 8,
        "final_area_um2": 1120,
        "post-route-util_pct": 24.03,
    },
    "floorplanning": {
        "placeableCoreArea_um2": 4661,
        "chipArea_um2": 7921,
        "ios": 36,
        "placementRows": 25,
        "die_w_um": 89,
        "fp-utilization_pct": 13.96,
        "die_h_um": 89,
    },
    "min_path": {
        "whs_endpoint": "updated_pc[5]",
        "min_delay_path_depth": 2,
        "min_path_type": "register to register",
        "hold_start": "updated_pc[5]",
    },
    "global_route": {
        "grt_max_degree": 18,
        "grt_overflow": 0,
        "antenna_found_initial": 0,
        "grt_util_all_layers_pct": 4.999,
        "grt_pass1_wl_um": 3063,
        "first_global_vias": 585,
    },
    "sta": {
        "slew-limit-headroom_pct": 70.77,
        "fmax_mhz": 552.6,
        "slew_violations": 0,
        "grt_setup_unrepaired": "false",
        "min_period_ns": 1.810,
        "finalClockPeriodUsage_pct": 82.26,
        "fin_skew_ns": 0.001170,
        "finalSetupViolCount": 0,
        "worst_pin_slew_ns": 0.4380,
        "hold_viol_final": 0,
        "setup_tns_ns": 0,
    },
    "yosys": {
        "yosysWarnings": 1,
        "ys.flops": 11,
        "postSynthAreaPerCell_um2": 9.858,
        "synth.distinct_cells": 28,
        "syn_inst": 66,
        "synthesis.area_um2": 650.6,
        "ys_cells": 66,
        "ys_area_um2": 650.6,
        "ys_seq_share_pct": 42.31,
    },
    "route": {
        "drt_iter0_markers": 7,
        "ant_nets": 0,
        "drt-wirelength-per-cell_um": 12.43,
        "num_vias": 594,
        "drc_errors": 0,
        "via_per_inst": 3.736,
        "diodes": 0,
        "wl_um": 1977,
        "firstDrtPassIters": 4,
    },
    "job": {
        "warning_count": 25,
        "drv_cap": 0,
    },
    "power": {
        "p_per_area_nw_per_um2": 629.3,
        "peakVddDrop_mv": 0.3659,
        "fin_total_pwr_uw": 704.7,
        "leakage_uw": 0.0004748,
    },
    "clocking": {
        "clockRootBuffer": "clkbuf_8",
        "cts_buffers": 3,
        "cts_tree": "built",
        "cts_hold_buf": 0,
        "cts_setup_buffers": 0,
        "clkTransAtPathRegs_ns": 0.05,
        "clockBufferDepth": 2,
        "cts_resized": 0,
        "htreeDepth": 1,
        "clock-sinks": 11,
        "clock.latency.late_pin_ns": 0.23,
    },
    "run_status": {
        "run_status": "completed",
    },
}
logic make-up (layout without fill, tap and decap cells):
logic type | Yosys count | after routing | synth area share [%]
flip-flops | 11 | 11 | 42.31
XOR/XNOR | 7 | 7 | 9.423
AND-OR/OR-AND | 12 | 12 | 11.73
buffers and inverters | 5 | 44 | 3.076
adder cells (fa/ha/maj) | 1 | 1 | 1.923
multiplexers | 8 | 8 | 12.88
AND/OR/NAND/NOR | 22 | 22 | 18.66
synth_stat cells:
master	count	area, um2
nand2_2	1	6.260
nor2_1	2	7.510
o21ai_0	7	35.03
a21oi_1	1	5.000
mux2_2	3	33.78
inv_1	3	11.26
nand3_2	1	10.01
o31ai_1	1	7.510
o21a_1	1	7.510
and3_2	1	7.510
nand2_1	8	30.03
o31a_1	1	8.760
clkbuf_1	1	3.750
nand4b_1	1	8.760
nand3_1	2	10.01
or3_1	1	6.260
ha_1	1	12.51
and3_1	1	6.260
nand2b_1	1	6.260
and4_1	1	8.760
dfrtp_1	11	275.3
mux2i_1	5	50.05
o31ai_2	1	12.51
nand3b_1	1	7.510
nand4_1	1	6.260
xnor2_1	5	43.79
buf_2	1	5.000
xor2_1	2	17.52
metal layers:
layer | part of all wire [%] | global-route usage (%) | vias to the layer above | routed length (um)
met5 | 0 | 0 | - | 0
met4 | 0.25 | 0.1445 | 0 | 5
met3 | 13 | 2.755 | 2 | 249
met2 | 40 | 6.715 | 29 | 785
met1 | 47 | 7.199 | 253 | 936
li1 | - | - | 310 | -
worst max path at each step:
stage	from	end	slack, ns	depth (start not counted)
4_1_cts	current_pc[0]	updated_pc[6]	0.39	6
5_1_grt	current_pc[0]	updated_pc[6]	0.33	6
6_report	current_pc[0]	updated_pc[6]	0.39	6
report_power, final:
group          switching, uW  internal [uW]  leakage, uW
Clock                   72.9            127    0.0000228
Sequential              22.9            247     0.000136
Combinational           77.2            158     0.000317
Total                    173            532     0.000475
cell type report:
| type | instances | area [um2] |
|---|---|---|
| sequential | 11 | 275.3 |
| timing repair buffer | 37 | 365.4 |
| fill | 504 | 3541 |
| multi-input combinational | 50 | 355.3 |
| clock buffer | 4 | 45.04 |
| inverter | 3 | 11.26 |
| tap | 54 | 67.56 |
worst max-delay path, stage by stage:
cell and delay, ns:
clkdlybuf4s50_1 0.52, ha_1 0.21, nand3_2 0.11, or3_1 0.31, and3_1 0.17, o31ai_2 0.19
through the flow:
stage                     hold slack (ns)  setup slack, ns  std cells
final                              0.4718           0.3902        159
after global routing               0.5116           0.3298        159
after CTS                          0.4771           0.3915        159
after detailed placement           0.4662           0.1416        155
after global placement             0.4589           0.1728        155
after floorplan                    0.2924           0.7529         66
Power is estimated from default activity; no workload was simulated.
