**./design.v**
```verilog
`timescale 1ns / 1ps
module regfile(
    input clk,
    input reset,
    input reg_write_enable,
    input [3:0] rs_addr, 
    input [3:0] rt_addr,
    input [3:0] rd_addr,  
    input [7:0] data_write,  
    input [2:0] core_state,
    output [7:0] rs,
    output [7:0] rt
    );
    reg [7:0] rs_reg,rt_reg;
    reg [7:0] regfile [15:0];
    assign rs = rs_reg;
    assign rt = rt_reg;
    always @(posedge clk, posedge reset) begin
        if(reset) begin rs_reg<=8'b0; rt_reg <= 8'b0; end
        else if(core_state == 3'b011) begin
        rs_reg <= regfile[rs_addr];
        rt_reg <=regfile[rt_addr];
        end
        else if(reg_write_enable)
            regfile[rd_addr] <= data_write;
    end
endmodule
```
**./run.sh**
```bash
#!/bin/bash
# OpenROAD 26Q1-2900-gdf79404cd8, Yosys 0.63+post, stock flow scripts
make -C /OpenROAD-flow-scripts/flow DESIGN_CONFIG=/design/flow/config.mk WORK_HOME=/design/flow/orfs finish
```
**./config.mk**
```make
export PLATFORM = sky130hd
export DESIGN_NAME = regfile
export DESIGN_NICKNAME = regfile
export VERILOG_FILES = /design/flow/design.v
export SDC_FILE = /design/flow/constraint.sdc
export NUM_CORES = 4
export LEC_CHECK = 1
export CORE_UTILIZATION = 50
```
**./constraint.sdc**
```tcl
current_design regfile

set clk_period 1.5
set clk_io_pct 0.2

create_clock -name clk0 -period $clk_period [get_ports {clk}]

set non_clock_inputs [all_inputs -no_clocks]
set_input_delay [expr $clk_period * $clk_io_pct] -clock clk0 $non_clock_inputs
set_output_delay [expr $clk_period * $clk_io_pct] -clock clk0 [all_outputs]
```
==> results.txt <==
fresh numbers from the pnr run: Pleak between 3 and 4 nW, floorplan core density 0.521, hold buffer count at CTS 0, Max Cap Viol 0, number of fillers in the final layout 860, M2 GR Usage 0.573, initial antenna violation count 0, layout cells sized above 1 0.340, GR peak layer met2, main flop type after synthesis edfxtp_1, CP bufs+invs 0, Top cell excl fill/tap edfxtp_1, final core utilization 0.719, Final Worst Setup Slack -0.0427 ns, synthesis warning total 2, clock tree sinks roughly 140, terminus of the critical flop-to-flop path rs_reg[7], I/O pin count 42, worst r2r src regfile[14][7], post-layout minimum cycle time between 1.5 and 2 ns, number of DRC markers in iteration 0 580, total track usage 0.396, Antenna Nets Post-Route 0, CTS clk-pin slew, worst paths around 0.060 ns, Root Driver clkbuf_16, crit path DRT 1.78 ns, CP max FO 2, RSZ-0062 raised after global routing yes, Critical Path AT 1.83 ns, Setup-failing EPs final 2, pwr/cell area 1060 nW/um2, Max stage delay on crit path 0.44 ns, DRC viols 0, Avg Vias per Cell 6.65, Largest cells by area edfxtp_1 55%, a22o_1 6.1%, dfrtp_1 5.7%, Detailed Routing Iterations Pass 1 4, crit-path leading delay family AND-OR/OR-AND gates, number of cells on the worst reg-to-reg path 4, ys async rst share 0.111, yosys cell count 566, met3 usage in global routing 0.197, Max-area cell share 0.546, flip-flops with a built-in enable 128, largest net degree at the start of global routing 21, Fmax achieved 648 MHz, CP dominant cell by count a22o_1, Critical Path, Cell by Cell a22o_1, a22o_1, a2111oi_4, a21oi_1, Layout Skew 0.00831 ns, Slew @ Worst Pin about 0.54 ns, Netlist Area Pre-Place a little over 7000 um2, area grow syn2layout 38.0%, first-pass GRT wire length 37.3 mm, most frequent cells in the layout 128 x edfxtp_1, 100 x buf_4, 49 x a22o_1, buffers from clock root to sink, at most 2, CTS HTree Levels 4, gp weighted congestion 1.03, Synth Seq Share 0.603, DIE HEIGHT between 100 and 150 um, CP max-delay cell edfxtp_1, Core Box Area approximately 14000 um2, DP HPWL 18.0 mm, Rows 42, total number of vias 6044, final tally of max-slew violations 0, ys flops 144, clock latency (worst-skew pair) 0.42 ns, tool warnings 27, Setup CP Type reg2reg, final WL 25.4 mm, post-synthesis cell type count roughly 58, Max rail drop VDD 0.764 mV, Die Wd 121 um, total chip power roughly 10 mW, Cells after Synth 566, r2r setup slk -0.04 ns, worst min path class in2async, hold_ws roughly 0.15 ns, vias in the first global route 6287, CTS Buf Count 17, area leader, netlist edfxtp_1, CTS tree built, max reg flops 128, die area between 10000 and 15000 um2, PortBufs around 41, global route total overflow 0, WL/cell 27.9 um, Crit. End Element flip-flop, area reported by Yosys stat around 7000 um2, GR Layer Usage met1 0.528, Mean Syn Cell Area 12.4 um2, Inserted Diodes 0, failing checks setup timing, Tcrit/Tclk final 1.03, Setup crit start kind flip-flop, status finished, violations left, Slew headroom 0.638, Final Hold Fails 0
==> synth_stat cells (all sizes together) (3+ instances only) <==
| cell type | number |
|---|---|
| edfxtp | 128 |
| a22o | 49 |
| nand2 | 42 |
| buf | 33 |
| a21oi | 26 |
| nor2 | 25 |
| a22oi | 23 |
| o21ai | 23 |
| o22ai | 19 |
| dfrtp | 16 |
| nor2b | 14 |
| mux2i | 13 |
| nand3 | 13 |
| inv | 12 |
| a31oi | 11 |
| nor3 | 10 |
| a2111oi | 9 |
| nand2b | 9 |
| or3 | 9 |
| clkbuf | 8 |
| a32o | 7 |
| a32oi | 7 |
| nor3b | 6 |
| a31o | 5 |
| mux2 | 5 |
| nor4 | 5 |
| a221oi | 3 |
| and3b | 3 |
| nand3b | 3 |
| nand4b | 3 |
| o211ai | 3 |
| or2 | 3 |
==> what timing repair did <==
item	in CTS	in global routing
endpoints found under the setup margin	160	69
gates cloned	6	0
setup buffers	11	5
hold endpoints to repair	0	0
resized	77	39
pin swaps	12	16
==> power by group <==
group | switching, mW | total, mW | internal (mW) | leakage [nW]
Clock | 1.64 | 4.26 | 2.62 | 0.281
Sequential | 0.0874 | 4.58 | 4.50 | 1.33
Combinational | 0.719 | 1.40 | 0.678 | 1.89
Total | 2.45 | 10.2 | 7.80 | 3.50
==> metal layers <==
layer,vias to the layer above,wire length [um]
met4,0,1640
met3,104,3240
met2,434,11600
li1,2581,-
met1,2925,8950
met5,-,0
==> final cells by class <==
type	instances	area, um2	area share
clock buffer	20	437	0.0450
clock inverter	12	158	0.0162
inverter	12	48.8	0.00503
multi-input combinational	370	2910	0.299
sequential	144	4240	0.437
tap	176	220	0.0227
timing repair buffer	175	1700	0.175
==> stage by stage <==
| step | area, um2 | TNS (ns) | std cells | setup WS, ns |
|---|---|---|---|---|
| 2_1_floorplan | 7210 | -21.46 | 566 | -0.291 |
| 3_5_place_dp | 8660 | -92.86 | 856 | -0.791 |
| 6_report | 9710 | -0.0546 | 909 | -0.0427 |
| 3_3_place_gp | 8660 | -90.38 | 856 | -0.834 |
| 5_1_grt | 9710 | -0.319 | 909 | -0.0700 |
| 4_1_cts | 9570 | 0 | 905 | 0.000402 |
==> worst reg2reg max path: cells and delay by family (launching register included) <==
kind / cells / cell delay [ns]
AND-OR/OR-AND: 4 / 0.98
flip-flops: 1 / 0.44
==> cells by family after synthesis <==
family,Yosys count,share of synthesized area
compound gates,194,0.206
simple gates,157,0.124
flops,144,0.603
buf+inv,53,0.0393
mux,18,0.0270
==> worst max path at each step <==
| stage | from | end | slack [ns] | cells past startpoint |
|---|---|---|---|---|
| 5_1_grt | regfile[14][7] | rs_reg[7] | -0.07 | 4 |
| 6_report | regfile[14][7] | rs_reg[7] | -0.04 | 4 |
| 4_1_cts | rt_addr[0] | rt_reg[5] | 0.0004 | 9 |
No activity file was given, so power comes from the tool's default toggle rates.
