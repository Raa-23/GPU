==> design.v <==
`timescale 1ns / 1ps
module LSU(
    input clk,
    input reset,
    input enable,
    input [2:0] core_state,  
    input decoded_mem_read_enable,  
    input decoded_mem_write_enable,  
    input [7:0] rs,  
    input [7:0] rt,  
    output reg mem_read_valid,
    output reg [7:0] mem_read_addr,
    input mem_read_ready,  
    input [7:0] mem_read_data, 
    output reg mem_write_valid,
    output reg [7:0] mem_write_addr, 
    output reg [7:0] mem_write_data,
    input mem_write_ready, 
    output reg [7:0] lsu_out,
    output reg [1:0] lsu_state
    );
   parameter IDLE = 0, REQUESTING = 1, WAITING = 2 , DONE = 3 ;
   reg [1:0] next_state;
   initial begin
   lsu_state = IDLE;
   mem_read_valid = 0;
   mem_write_valid = 0;
   end
   always @(*) begin
   case(lsu_state) 
   IDLE : next_state = (core_state == 3'b011)? REQUESTING : IDLE;
   REQUESTING : begin if(decoded_mem_read_enable == 1 ) begin
                     mem_read_valid = 1'b1;
                     mem_read_addr = rs; 
                     next_state = WAITING; end 
                if(decoded_mem_write_enable == 1 ) begin
                    mem_write_valid = 1'b1; 
                    mem_write_addr = rs;
                    mem_write_data = rt;
                    next_state = WAITING;
                    end
                end
   WAITING: begin if(mem_read_ready) begin 
            lsu_out = mem_read_data;
            next_state = DONE;
            mem_read_valid = 1'b0;
            mem_read_addr = 8'd0;
            end
            else if(mem_write_ready) begin 
                next_state = DONE;
                mem_write_valid = 1'b0;
                mem_write_addr = 8'd0;
                mem_write_data = 8'd0;
            end
            else next_state = WAITING;
            end
   DONE : next_state = (core_state == 3'b110)? IDLE : DONE ;
   endcase  
   end
   always @(posedge clk or posedge reset) begin
        if(reset) begin lsu_state <= IDLE; lsu_out <= 8'b0; end
        else if(enable) begin 
            lsu_state <= next_state;
            end        
   end
endmodule
==> run.sh <==
#!/bin/bash
# OpenROAD 26Q1-2900-gdf79404cd8, Yosys 0.63+post, stock flow scripts
make -C /OpenROAD-flow-scripts/flow DESIGN_CONFIG=/design/flow/config.mk WORK_HOME=/design/flow/orfs finish
==> config.mk <==
export PLATFORM = sky130hd
export DESIGN_NAME = LSU
export DESIGN_NICKNAME = LSU
export VERILOG_FILES = /design/flow/design.v
export SDC_FILE = /design/flow/constraint.sdc
export NUM_CORES = 4
export LEC_CHECK = 1
export CORE_AREA = 10 10 93 93
export DIE_AREA = 0 0 103 103
==> constraint.sdc <==
current_design LSU

set clk_period 1.2
set clk_io_pct 0.2

create_clock -name clk0 -period $clk_period [get_ports {clk}]

set non_clock_inputs [all_inputs -no_clocks]
set_input_delay [expr $clk_period * $clk_io_pct] -clock clk0 $non_clock_inputs
set_output_delay [expr $clk_period * $clk_io_pct] -clock clk0 [all_outputs]
==> node_exporter_impl.prom <==
# HELP chip_impl_metric Yosys and OpenROAD flow results
# TYPE chip_impl_metric gauge
chip_impl_metric{name="final.fill_count",unit=""} 744
chip_impl_metric{name="layoutNonFillerInstCount",unit=""} 221
chip_impl_metric{name="remaining_global_route_overflow",unit=""} 0
chip_impl_metric{name="routed-via-count",unit=""} 695
chip_impl_metric{name="drv_slew",unit=""} 0
chip_impl_info{name="timing.critical_path.from_type",value="flop"} 1
chip_impl_info{name="root_buffer_cell",value="clkbuf_8"} 1
chip_impl_metric{name="yosys.cell_types.count",unit=""} 17
chip_impl_info{name="status",value="completed"} 1
chip_impl_metric{name="via_per_inst",unit=""} 3.14
chip_impl_info{name="cp_slowest_cell",value="dfrtp_1"} 1
chip_impl_metric{name="regArea",unit="sq um"} 470
chip_impl_metric{name="netSwitchingFraction",unit="%"} 20.5
chip_impl_metric{name="cp_data_required_time",unit="ps"} 960
chip_impl_metric{name="htreeDepth",unit=""} 1
chip_impl_metric{name="number_of_warnings_in_the_stage_logs",unit=""} 36
chip_impl_metric{name="cells_in_synth_stat_txt",unit=""} 84
chip_impl_metric{name="antenna_found_initial",unit=""} 0
chip_impl_info{name="top_area_cell",value="dlxtn_1"} 1
chip_impl_metric{name="logic_area",unit="sq um"} 280
chip_impl_metric{name="ioPinCount",unit=""} 70
chip_impl_metric{name="die-height",unit="microns"} 103
chip_impl_metric{name="power_frac_comb",unit="%"} 37.6
chip_impl_metric{name="worstSkewPairLatency",unit="ps"} 200
chip_impl_metric{name="max_stage_delay",unit="ps"} 360
chip_impl_metric{name="grt_usage",unit="%"} 4.15
chip_impl_metric{name="post-cts-setup-buffer-count",unit=""} 0
chip_impl_metric{name="ys_ff",unit=""} 30
chip_impl_metric{name="final_setup_skew",unit="ps"} 0
chip_impl_metric{name="timing_worst_slew_pin_value",unit="ps"} 642
chip_impl_metric{name="synthToLayoutAreaGrowth",unit="%"} 80.1
chip_impl_metric{name="number_of_register_pins_that_no_clock_reaches",unit=""} 28
chip_impl_info{name="cp_cell_sequence",value="dlygate4sd2_1"} 1
chip_impl_metric{name="finalHoldViolations",unit=""} 0
chip_impl_metric{name="drcViolationCount",unit=""} 0
chip_impl_info{name="cts_tree",value="yes"} 1
chip_impl_metric{name="final.min_clock_period",unit="ps"} 1060
chip_impl_metric{name="crit_arrival",unit="ps"} 820
chip_impl_metric{name="netsw",unit="W"} 0.000151
chip_impl_metric{name="cts-hold-fix-buffers",unit=""} 0
chip_impl_info{name="rsz0062_at_grt",value="no"} 1
chip_impl_metric{name="synthesis.instances",unit=""} 84
chip_impl_metric{name="clock_network_power_share",unit="%"} 34.9
chip_impl_metric{name="routed_wirelength",unit="microns"} 2430
chip_impl_metric{name="fp-row-count",unit=""} 30
chip_impl_metric{name="port_buffers",unit=""} 53
chip_impl_info{name="worstSetupPathType",value="reg -> out"} 1
chip_impl_metric{name="post_synth_top_area_share",unit="%"} 51.5
chip_impl_metric{name="weighted_congestion_reported_at_the_end_of_routability_driven_placement",unit=""} 0.693
chip_impl_metric{name="cap_viol_max_count",unit=""} 0
chip_impl_info{name="r2r_start",value="lsu_state[1]"} 1
chip_impl_metric{name="globalRouteMet2Util",unit="%"} 6.87
chip_impl_metric{name="cp_max_fo",unit=""} 2
chip_impl_metric{name="postRouteAntennaNets",unit=""} 0
chip_impl_metric{name="max-clock-path-buffers",unit=""} 2
chip_impl_metric{name="seqPwrFrac",unit="%"} 27.5
chip_impl_info{name="globalRoute.busiestLayer",value="met2"} 1
chip_impl_metric{name="critical_path_buf_inv_count",unit=""} 1
chip_impl_metric{name="power.leakage",unit="nW"} 0.658
chip_impl_metric{name="grt_use_met1",unit="%"} 5.41
chip_impl_info{name="startpoint",value="lsu_state[1]"} 1
chip_impl_metric{name="dp.cells",unit=""} 218
chip_impl_metric{name="detail_route.iter0.violations",unit=""} 24
chip_impl_metric{name="irDropWorstVdd",unit="V"} 0.000320
chip_impl_metric{name="routedWlPerCell",unit="microns"} 11.0
chip_impl_metric{name="finalSetupViolations",unit=""} 0
chip_impl_info{name="cpLargestDelayFamily",value="flip-flops"} 1
chip_impl_metric{name="internal_power",unit="W"} 0.000586
chip_impl_metric{name="initial_utilization",unit="%"} 12.1
chip_impl_metric{name="grt_first_pass_wirelength",unit="microns"} 3480
chip_impl_metric{name="layout_worst_path_cycle_share",unit="%"} 88.1
chip_impl_info{name="timing.critical_path.to_type",value="primary output"} 1
chip_impl_info{name="timing.hold.worst.class",value="in -> async"} 1
chip_impl_metric{name="synth.yosys.chip_area",unit="sq um"} 816
chip_impl_metric{name="clk_pin_slew_worst_paths",unit="ps"} 30
chip_impl_metric{name="drtPass1Iterations",unit=""} 3
chip_impl_metric{name="syn-cell-area",unit="sq um"} 816
chip_impl_metric{name="timing.max_slew.rel_slack",unit="%"} 57.2
chip_impl_metric{name="timing.setup.tns",unit="ps"} 0
chip_impl_metric{name="antenna_cells",unit=""} 0
chip_impl_metric{name="count_of_endpoints_without_a_timing_constraint",unit=""} 54
chip_impl_metric{name="die_width",unit="microns"} 103
chip_impl_metric{name="fp.coreArea",unit="sq um"} 6760
chip_impl_metric{name="cts_made_buffers",unit=""} 3
chip_impl_metric{name="dieArea",unit="sq um"} 10600
chip_impl_metric{name="place_hpwl",unit="microns"} 2110
chip_impl_metric{name="p_per_area",unit="nW/um^2"} 501
chip_impl_metric{name="grt_pass1_vias",unit=""} 714
chip_impl_metric{name="fmax",unit="MHz"} 946
chip_impl_metric{name="layout_cells_sized_above_1",unit="%"} 4.26
chip_impl_metric{name="yosysWarnings",unit=""} 17
chip_impl_metric{name="synth.avg_cell_area",unit="sq um"} 9.71
chip_impl_info{name="synthTopCellsByArea",value="dlxtn_1, nor2b_1, buf_4"} 1
chip_impl_metric{name="gr-usage-met3",unit="%"} 1.35
chip_impl_metric{name="pin_count_of_the_biggest_net_entering_global_routing",unit=""} 19
-- cells by family (layout without fill, tap and decap cells) --
logic type,count (synthesis),in the layout,share of synthesized area (%)
other,1,8,0.460
AND/OR/NAND/NOR,25,25,18.4
buffers and inverters,16,66,11.2
adder cells (fa/ha/maj),4,4,6.14
AND-OR/OR-AND,8,8,6.14
latches,28,28,51.5
flip-flops,2,2,6.14
-- Yosys cell counts --
master and count:
nor2b_1 11, conb_1 1, dfrtp_1 2, o221ai_1 1, nand2_1 3, a31oi_1 3, nand2b_1 1, nor2_1 3
o21ai_0 3, and2b_1 6, nand3b_1 1, buf_4 8, inv_1 7, buf_2 1, dlxtn_1 28, ha_1 4
o211ai_1 1
-- metal layers --
layer | vias to the layer above | wire (microns)
li1 | 359 | -
met1 | 294 | 1190
met2 | 42 | 997
met3 | 0 | 241
met4 | 0 | 0
met5 | - | 0
-- repair_timing --
| action | in CTS | in global routing |
|---|---|---|
| endpoints found under the setup margin | 2 | 0 |
| hold endpoints to repair | 0 | 0 |
| gates resized | 2 | 0 |
-- worst paths after layout --
path                                      to  cells after the start  slack (ps)
worst max-delay path            lsu_state[1]                      1         140
worst min-delay path            lsu_state[1]                      2         200
worst max register to register  lsu_state[1]                      3         350
worst min register to register  lsu_state[0]                      3         720
min in group clk0               lsu_state[0]                      3         700
max in group asynchronous       lsu_state[0]                      2         900
-- registers in the layout, indices dropped and copies added, names as in the netlist --
signal	cells
mem_read_addr	8
mem_write_valid	1
mem_write_data	8
mem_write_addr	8
lsu_state	2
next_state	2
mem_read_valid	1
-- area by class of cell --
class / instances / area share (%)
multi-input cells: 45 / 19.1
repair buffers: 56 / 37.5
inverters: 7 / 1.79
clock buffers: 3 / 2.81
flip-flops and latches: 30 / 32.0
well taps: 80 / 6.81
-- placed cells by master (no fill, tap or decap) --
master	netlist	final
o21ai_0	3	3
o221ai_1	1	1
clkdlybuf4s50_1	0	51
clkbuf_8	0	3
buf_4	8	3
dlxtn_1	28	28
nand2b_1	1	1
ha_1	4	4
dfrtp_1	2	2
nand2_1	3	3
nand3b_1	1	1
dlygate4sd2_1	0	2
a31oi_1	3	3
conb_1	1	8
and2b_1	6	6
nor2_1	3	3
nor2b_1	11	11
o211ai_1	1	1
inv_1	7	7
-- power by group through the flow --
stage / Combinational, W / Clock [W] / Sequential [W]
after global routing: 0.000313 / 0.000269 / 0.000206
after CTS: 0.000288 / 0.000267 / 0.000203
final: 0.000277 / 0.000257 / 0.000202
-- stage by stage --
| stage | instance area [sq um] | setup WS [ps] | hold WS (ps) | total power [W] | util [%] |
|---|---|---|---|---|---|
| after floorplan | 842 | 518 | -18.8 | 0.000294 | - |
| after global placement | 1430 | 140 | 405 | 0.000492 | 21.2 |
| after detailed placement | 1430 | 137 | 421 | 0.000492 | 21.2 |
| after CTS | 1470 | 122 | 200 | 0.000758 | 21.7 |
| after global routing | 1470 | 113 | 209 | 0.000788 | 21.7 |
| final | 1470 | 143 | 196 | 0.000736 | 21.7 |
Power is estimated from default activity; no workload was simulated.
